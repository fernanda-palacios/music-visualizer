==> design/flow/design.v <==
`timescale 1 ns / 1 ps
module linedraw (
  input wire go,
  output wire busy,
  input wire [7:0] stax,
  input wire [7:0] stay,
  input wire [7:0] endx,
  input wire [7:0] endy,
  output wire wr,
  output wire [15:0] addr,
  input wire pclk
  );
parameter [1:0] IDLE = 2'd0;
parameter [1:0] RUN = 2'd1;
parameter [1:0] DONE = 2'd2;
reg [1:0] state;
reg signed [8:0] err;
reg signed [7:0] x, y;
wire signed [7:0] deltax, deltay, dx, dy, x0, x1, y0, y1, next_x, next_y, xa, ya, xb, yb;
wire signed [8:0] err_next, err1, err2, e2;
wire  in_loop, right, down, complete, e2_lt_dx, e2_gt_dy;
always @ (posedge pclk)
begin
  case (state)
    IDLE : if (go)
             state <= RUN;
           else
             state <= IDLE;
    RUN : if (complete)
             state   <= DONE;
          else
             state   <= RUN;
    DONE : if (go)
             state <= RUN;
           else
             state <= IDLE;
    default : state <= IDLE;
  endcase
 end
assign x0 =  stax;
assign x1 =  endx;
assign deltax = x1 - x0;
assign right = ~(deltax[7]);
assign dx = (!right) ? (-deltax) : (deltax);
assign y0 = stay;
assign y1 = endy;
assign deltay = y1 - y0;
assign down = ~(deltay[7]);
assign dy = (down) ? (-deltay) : (deltay);
assign e2 = err << 1;
assign e2_gt_dy = (e2 > dy) ? 1 : 0;
assign e2_lt_dx = (e2 < dx) ? 1 : 0;
assign err1 = e2_gt_dy ? (err + dy) : err;
assign err2 = e2_lt_dx ? (err1 + dx) : err1;
assign err_next = (in_loop) ? err2 : (dx + dy);
assign in_loop = (state == RUN);
assign next_x = (in_loop) ? xb : x0;
assign xb = e2_gt_dy ? xa : x;
assign xa = right ? (x + 1) : (x - 1);
assign next_y = (in_loop) ? yb : y0;
assign yb = e2_lt_dx ? ya : y;
assign ya = down ? (y + 1) : (y - 1);
assign complete = ( (x == x1) && (y == y1) );
always @(posedge pclk)
 begin
    err <= err_next;
    x <= next_x;
    y <= next_y;
 end
assign busy = in_loop;
assign wr = in_loop;
assign addr = {y,x};
endmodule
module muvi_datapath(start_x, 
							start_y, 
							end_x, 
							end_y, 
							ring,  
							line,	
							colour_in, 
							colour_out, 
							reset, 
							calculate, 
							draw, 
							load_colour,
							clock, 
							x,
							y, 
							wr,
							busy);
	input [2:0] colour_in;
	output reg	[2:0] colour_out;
	input reset;
	input calculate;
	input draw;
	input load_colour;
	input ring;
	input [3:0] line;
	output wire [7:0] start_x;
	output wire [7:0] start_y;
	output wire [7:0] end_x;
	output wire [7:0] end_y;
	input clock;
	output [7:0] x;
	output [7:0] y;
	output wire busy;
	output wire wr;
	wire [15:0] xy;
	reg [7:0] sx;
	reg [7:0] sy;
	reg [7:0] ex;
	reg [7:0] ey;
	get_coord coordinates(.ring(ring), .angle(line[3:0]), .start_x(start_x[7:0]), .start_y(start_y[7:0]), .end_x(end_x[7:0]), .end_y(end_y[7:0]));
	always @ (posedge clock) 
	begin
        if (!reset) 
				begin
				sx <= 8'b00000000;
				sy <= 8'b00000000;
				ex <= 8'b00000000;
				ey <= 8'b00000000;
				end
		  else if (calculate)
		      begin
				sx <= start_x;
				sy <= start_y;
				ex <= end_x;
				ey <= end_y;
				end
		  else if (load_colour)
				begin
				colour_out <= colour_in;
				end
    end
	 linedraw drawline(.go(draw), 
						.busy(busy), 
						.stax(sx[7:0]), 
						.stay(sy[7:0]),
						.endx(ex[7:0]),
						.endy(ey[7:0]),
						.wr(wr), 
						.addr(xy[15:0]),
						.pclk(clock)
						);
	 assign x = xy[7:0];
	 assign y = xy[15:8];
endmodule 
module get_coord(ring, angle, start_x, start_y, end_x, end_y);
	input ring;
	input [3:0] angle;
   output reg [7:0] start_x;
   output reg [7:0] start_y;
	output reg [7:0] end_x;
   output reg [7:0] end_y;
	always @(*)
		 begin 
			  case (ring)
					0: begin
							case (angle)
								0: begin
									 start_x = 8'b01101110;  
									 start_y = 8'b00111100;  
									 end_x = 8'b01111000;  
									 end_y = 8'b00111100;  
									end 
								1: begin
									 start_x = 8'b01101100;  
									 start_y = 8'b01000111;  
									 end_x = 8'b01110101;  
									 end_y = 8'b01001011;  
									end 
								2: begin
									 start_x = 8'b01100101;  
									 start_y = 8'b01010001;  
									 end_x = 8'b01101100;  
									 end_y = 8'b01011000;  
									end 
								3: begin
									 start_x = 8'b01011011;  
									 start_y = 8'b01011000;  
									 end_x = 8'b01011111;  
									 end_y = 8'b01100001;  
									end 
								4: begin
									 start_x = 8'b01010000;  
									 start_y = 8'b01011010;  
									 end_x = 8'b01010000;  
									 end_y = 8'b01100100;  
									end 
								5: begin
									 start_x = 8'b01000101;  
									 start_y = 8'b01011000;  
									 end_x = 8'b01000001;  
									 end_y = 8'b01100001;  
									end 
								6: begin
									 start_x = 8'b00111011;  
									 start_y = 8'b01010001;  
									 end_x = 8'b00110100;  
									 end_y = 8'b01011000;  
									end 
								7: begin
									 start_x = 8'b00110100;  
									 start_y = 8'b01000111;  
									 end_x = 8'b00101011;  
									 end_y = 8'b01001011;  
									end 
								8: begin
									 start_x = 8'b00110010;  
									 start_y = 8'b00111100;  
									 end_x = 8'b00101000;  
									 end_y = 8'b00111100;  
									end 
								9: begin
									 start_x = 8'b00110100;  
									 start_y = 8'b00110001;  
									 end_x = 8'b00101011;  
									 end_y = 8'b00101101;  
									end
								10: begin
									 start_x = 8'b00111011;  
									 start_y = 8'b00100111;  
									 end_x = 8'b00110100;  
									 end_y = 8'b00100000;  
									end 
								11: begin
									 start_x = 8'b01000101;  
									 start_y = 8'b00100000;  
									 end_x = 8'b01000001;  
									 end_y = 8'b00010111;  
									end 
								12: begin
									 start_x = 8'b01010000;  
									 start_y = 8'b00011110;  
									 end_x = 8'b01010000;  
									 end_y = 8'b00010100;  
									end 
								13: begin
									 start_x = 8'b01011011;  
									 start_y = 8'b00100000;  
									 end_x = 8'b01011111;  
									 end_y = 8'b00010111;  
									end 
								14: begin
									 start_x = 8'b01100101;  
									 start_y = 8'b00100111;  
									 end_x = 8'b01101100;  
									 end_y = 8'b00100000;  
									end 
								15: begin
									 start_x = 8'b01101100;  
									 start_y = 8'b00110001;  
									 end_x = 8'b01110101;  
									 end_y = 8'b00101101;  
									end	
							endcase
						end
					default: begin
									start_x = 8'b00000000;
									start_y = 8'b00000000;
									end_x = 8'b00000000;
									end_y = 8'b00000000;
								end
			  endcase
		 end
endmodule 
==> design/flow/run.sh <==
#!/bin/bash
# OpenROAD 26Q1-2900-gdf79404cd8, Yosys 0.63+post, stock flow scripts
make -C /OpenROAD-flow-scripts/flow DESIGN_CONFIG=/design/flow/config.mk WORK_HOME=/design/flow/orfs finish
==> design/flow/config.mk <==
export PLATFORM = sky130hd
export DESIGN_NAME = muvi_datapath
export DESIGN_NICKNAME = muvi_datapath
export VERILOG_FILES = /design/flow/design.v
export SDC_FILE = /design/flow/constraint.sdc
export NUM_CORES = 4
export LEC_CHECK = 1
export CORE_UTILIZATION = 50
==> design/flow/constraint.sdc <==
current_design muvi_datapath

set clk_period 6.7
set clk_io_pct 0.2

create_clock -name clk0 -period $clk_period [get_ports {clock}]

set non_clock_inputs [all_inputs -no_clocks]
set_input_delay [expr $clk_period * $clk_io_pct] -clock clk0 $non_clock_inputs
set_output_delay [expr $clk_period * $clk_io_pct] -clock clk0 [all_outputs]
==> impl_metrics.yaml <==
# flow metrics
status:
  outcome: "complete, no violations"
cts:
  tritoncts: "done"
  postCtsSetupBuffers: 0
  htree_levels: 2
  clk_pin_slew_ns: 0.10
  cts.repair.resized: 0
  ctsHoldBuffers: 0
  root_buffer: "clkbuf_8"
  cts_max_path_buffers: 2
  cts.sinks: 53
  insertion_delay_ns: 0.32
  numCtsBuffers: 5
timing:
  slew_headroom_pct: 48.01
  hold_viol: 0
  setup_tns_ns: 0
  clock.fmax_mhz: 169.0
  fin_crit_ns: 5.917
  rsz0062_at_grt: "false"
  setup_violations: 0
  clock_skew_ns: 0.01636
  worst_pin_slew_ns: 0.7775
  finalClockPeriodUsage_pct: 88.32
  slew_violations: 0
setup_path:
  r2r_slack_ns: 0.78
  r2r-end: "drawline.err[7]"
  critPathKind: "reg2reg"
  cp_slowest_stage_delay_ns: 0.42
  critical_path.max_fanout: 9
  critPathRequiredTime_ns: 6.95
  crit_path_top_delay_cell: "o21ai_0"
  ff2ff_path_depth: 27
  critPathLaunchType: "register"
  arrival_ns: 6.16
  regToRegStartpoint: "sy[3]"
  crit_top_cell: "inv_1"
  crit_path_end_kind: "register"
power:
  comb_power_share_pct: 70.6
  p_switching_w: 0.001224
  ir_worst_vdd_uv: 299.6
  sw_frac_of_total_pct: 44.89
  p_leak_nw: 2.701
  p_per_area_nw_per_um2: 447.0
  p_clk_share_pct: 6.9
  sequentialPowerShare_pct: 22.5
  intPower_w: 0.001503
global_routing:
  grt.total_usage_pct: 24.66
  antenna_found_initial: 0
  grt_max_degree: 42
  overflow: 0
  grt_pass1_wl_um: 21180
  grt_pass1_vias: 4170
drt:
  maxUsedRoutingLayer: "met4"
  antenna_cells: 0
  wl_met1_um: 6440
  routed_wl_um: 12770
  drtAntennaViolNets: 0
  routed-via-count: 4426
  drc: 0
  wl_met2_um: 5420
  drtPass1Iterations: 4
  avgViaCountPerCell: 5.398
  post_drt_wl_per_cell_um: 15.57
  dr_wl_met3_um: 736
  drt-initial-drc-count: 151
floorplanning:
  die_y_um: 105.3
  fp_util_pct: 51.69
  rows: 37
  ios: 66
  die_w_um: 105.3
  core_area_um2: 10320
  chipArea_um2: 11090
placed_design:
  gp_routability_congestion: 0.9205
  dp_cells: 812
  dpl_cell_area_um2: 6011
  place_hpwl_um: 10180
  numPortBuffers: 61
final_layout:
  final_common_cell: "ha_1"
  final_area_um2: 6100
  area_growth_pct: 14.30
  nFillCells: 911
  drive_above_1_share_pct: 4.678
  final_cell_mix: "ha_1 (66), clkdlybuf4s50_1 (61), inv_1 (58), nor2_1 (51), a21oi_1 (41)"
  fin_cells: 820
logic_synthesis:
  ys_types: 58
  ys_warn_count: 3
  top_cell_area_share_pct: 15.47
  ys_async_sr_fraction_pct: 0
  edf_count: 19
  ys_area_um2: 5336
  ys_seq_share_pct: 23.45
  synthesis.area_um2: 5336
  synth_top_cell_by_area: "ha_1"
  numSynthFlops: 53
  ys_cells: 638
  ys.flop_type: "dfxtp_1"
  synth_area_per_cell_um2: 8.364
  topCellsByArea: "ha_1 (15%), dfxtp_1 (13%), edfxtp_1 (11%), mux2i_1 (5.6%), xnor2_1 (4.4%)"
  postSynthCellCount: 638
job:
  warning_count: 31
  maxCapViolations: 0
hold_path:
  hp-class: "reg2reg"
  whs_path_depth: 1
  hp-start: "drawline.state[0]"
  min_to: "drawline.state[0]"
[final cells by class]
type / count / area [µm²] / area share (%)
inverter: 59 / 221.5 / 3.631
clock buffer: 6 / 72.57 / 1.190
clock inverter: 2 / 16.27 / 0.2667
sequential: 53 / 1251 / 20.51
tap: 136 / 170.2 / 2.790
multi-input combinational: 499 / 3727 / 61.11
timing repair buffer: 65 / 640.6 / 10.50
[state kept, by name, summed over array words and instances, names as in the netlist]
name,count
drawline.state,2
ey,6
colour_out,3
ex,5
drawline.x,8
drawline.err,8
drawline.y,8
sy,6
sx,7
[power by group through the flow]
stage / clock network (W) / logic, W / registers [W]
6_report: 0.000188 / 0.00193 / 0.000613
4_1_cts: 0.000198 / 0.00192 / 0.000615
5_1_grt: 0.000207 / 0.00218 / 0.000629
[critical path, delay by kind of cell, from the launching register on]
kind | cells | cell delay (ns)
AND-OR/OR-AND | 14 | 2.93
XOR/XNOR | 1 | 0.28
adder cells (fa/ha/maj) | 3 | 0.91
buffers and inverters | 4 | 0.54
flip-flops | 1 | 0.36
multiplexers | 1 | 0.36
AND/OR/NAND/NOR | 4 | 0.48
[per-stage QoR]
step	setup slack (ns)	hold slack, ns	util, %	power (W)
detailed placement	0.8540	0.4545	58.22	0.002519
finish	0.7827	0.4648	59.08	0.002727
CTS	0.8047	0.4702	59.08	0.002729
global route	0.1122	0.4923	59.08	0.003014
floorplan	1.401	0.4319	-	0.002039
global placement	0.9982	0.4431	58.22	0.002513
[per-layer routing]
| metal | up-vias | track usage, % |
|---|---|---|
| li1 | 2309 | - |
| met1 | 1997 | 38.56 |
| met2 | 112 | 36.80 |
| met3 | 8 | 5.047 |
| met4 | 0 | 3.219 |
| met5 | - | 0 |
[cells in the mapped netlist (4+ instances only)]
master / number
ha_1: 66
inv_1: 58
nor2_1: 51
a21oi_1: 41
nand2_1: 37
dfxtp_1: 34
nor2b_1: 33
o21ai_0: 32
mux2i_1: 30
xnor2_1: 27
xor2_1: 24
a21o_1: 20
clkbuf_1: 20
nor3_1: 20
edfxtp_1: 19
nand3_1: 12
buf_4: 9
fa_1: 7
o211ai_1: 7
a211oi_1: 6
nand2b_1: 6
o21a_1: 6
nor4_1: 5
o21bai_1: 5
a211o_1: 4
a221o_1: 4
a31oi_1: 4
and3_1: 4
mux2_2: 4
o21ai_2: 4
or2_2: 4
[logic make-up after synthesis]
group	count (synthesis)	synth area share, %
simple gates	182	16.67
xor+xnor	51	8.370
fa+ha+maj	73	18.10
mux	36	7.034
flops	53	23.45
other cells	2	0.1407
buf+inv	90	6.987
compound gates	151	19.25
[worst max-delay path by stage]
stage / from / to / slack (ns) / cells past startpoint
4_1_cts: sy[3] / drawline.err[6] / 0.80 / 29
5_1_grt: sy[3] / drawline.err[7] / 0.11 / 27
6_report: sy[3] / drawline.err[7] / 0.78 / 27
No activity file was given, so power comes from the tool's default toggle rates.
